==> /design/flow/config.mk <==
export PLATFORM = sky130hd
export DESIGN_NAME = analog2pwm_module
export DESIGN_NICKNAME = analog2pwm_module
export VERILOG_FILES = /design/flow/design.v
export SDC_FILE = /design/flow/constraint.sdc
export NUM_CORES = 4
export LEC_CHECK = 1
export CORE_AREA = 10 10 70 70
export DIE_AREA = 0 0 80 80
==> /design/flow/design.v <==
module analog2pwm_module(
    input clk,
    input [4 -1:0] analog,
    output reg out_clk
);
reg [4 -1 :0] counter=0;
initial begin
    out_clk <=0;
end
always @(posedge clk) begin
    counter <= counter +1;
    if(counter > analog) begin
        out_clk <= 0;
    end else begin
    	out_clk <= 1;
    end
end
endmodule
==> /design/flow/run.sh <==
#!/bin/bash
# OpenROAD 26Q1-2900-gdf79404cd8, Yosys 0.63+post, stock flow scripts
make -C /OpenROAD-flow-scripts/flow DESIGN_CONFIG=/design/flow/config.mk WORK_HOME=/design/flow/orfs finish
==> /design/flow/constraint.sdc <==
current_design analog2pwm_module

set clk_period 1.4
set clk_io_pct 0.2

create_clock -name clk0 -period $clk_period [get_ports {clk}]

set non_clock_inputs [all_inputs -no_clocks]
set_input_delay [expr $clk_period * $clk_io_pct] -clock clk0 $non_clock_inputs
set_output_delay [expr $clk_period * $clk_io_pct] -clock clk0 [all_outputs]
==> run summary <==
Status of the implementation.

- The flow ran to the end, and the final reports show no timing, DRC or antenna violations.
- Per the post-CTS timing run, clock transition at the registers of the reported paths is 0.05 ns.
- The layout stage reports a final design area of 377 um^2.
- The max-capacitance violation count is 0, for reference.
- The origin of the critical flop-to-flop path is counter[1], for reference.
- The total wirelength of the detailed-routed design is 436 um, for reference.
- For reference, the placement row count at floorplan is 21.
- CTS reports a maximum clock tree buffer depth of 2.
- The fraction of layout cells with a size suffix above 1 is 0.125, for reference.
- In this run the cell area measured after placement is 350 um^2.
- The script extracted a total leakage power of 0.182 nW.
- The worst pin sits at a relative slew slack of 0.913.
- Using the TritonRoute via totals, the vias-per-cell ratio works out to 2.27.
- The number of port buffers is 5, for reference.
- The number of clock sinks is 5, for reference.
- The routed design could run at a clock period as short as 1.32 ns.
- The sequential fraction of the synthesis area is 0.426, for reference.
- The number of clock buffers added by TritonCTS is 3.
- The arrival time of data at the worst endpoint is listed as 1.50 ns.
- The transition time at the pin with the least slew margin is 0.130 ns, for reference.
- The required time reported for the critical path endpoint is 1.58 ns, for reference.
- The antenna diode count is 0, for reference.
- The maximum number of pins on one net before global-route repair is 4, for reference.
- The final tally of hold violations is 0, for reference.
- The area of the multi-input gates is 120 um^2, for reference.
- The half-perimeter wire length after placement is 355 um, for reference.
- The TritonCTS clock tree is built, for reference.
- The number of design rule violations left after detail routing is 0, for reference.
- For this design the ratio of total power to cell area is 899 mW/mm^2.
- In the finished design, the share of the clock period the worst path needs comes to 0.946.
- Synthesis handed over a netlist of 22 instances.
- The clock tree root driver cell is clkbuf_4, for reference.
- The last timing report of the flow puts the setup violation total at 0.
- The die is 80 um tall.
- The endpoint of the worst hold path is reported as counter[0].
- The capture point of the worst register-to-register path is recorded as out_clk.
- The clock arrives with 0.00696 ns of skew.
- In the setup report, the worst path falls into the class primary input to register.
- The kind of end point of the critical path is a register, for reference.
- Per the layout report, the design carries 402 filler cells.
- The CTS H-tree depth is 1, for reference.
- The yosys stat cell total is 22, for reference.
- From synthesis to final layout, the design area changed by 60.1%.
- In this run, synthesis produced a sequential element count of 5.
- At the end of routability-driven placement, the weighted congestion stood at 0.594.
- Overall routing resource usage recorded by global route was 0.0151.
- The area taken by flip-flops and latches is 100 um^2, for reference.
- Per the OpenROAD floorplan log, the width of the die is 80 um.
- STA reports the tightest min-delay check as being of type register to register.
- After synthesis, the chip area reported by Yosys is 235 um^2.
- The startpoint identified for the worst hold timing path is counter[0].
- The core region is 0.00342 mm^2.
- The I/O pin count is 6, for reference.
- Setup repair after global routing left no endpoint under its margin.
- Across the VDD grid, the largest voltage drop is 0.158 mV.
- The via count of the first global-routing pass is 174, for reference.
- The cts-stage hold buffer count is 0, for reference.
- The chip occupies 0.00640 mm^2.
- Global routing finished with a remaining overflow of 0.
- Each instance of the synthesized netlist takes up on average 10.7 um^2.
- The depth of the most critical reg-to-reg path is 4, for reference.
- The count of tool warnings is 25, for reference.
- After synthesis, the netlist uses 11 different library cells.
- The global-route wire length before repair is 696 um, for reference.
- In this build the clock could be raised as far as 755 MHz.
- The worst hold path depth is 1, for reference.
- The worst slack on hold paths is 0.428 ns, for reference.
- The cell area that synthesis handed to floorplanning was 235 um^2.
- Counting the warning lines in the Yosys log gives 1.
- The number of antenna violations at the first check in global routing is 0.
- The starting density of the core is 0.0689, for reference.
- The number of gates resized after cts is 0, for reference.
- The clock insertion delay at the later pin of the skew report is 0.24 ns, for reference.
- The launching element type of the critical path is a primary input, for reference.
- For this run, the detailed router's first-pass iteration total came to 4.
- Looking at the critical path, the highest net fanout was 2.
- In this run the register-to-register setup slack is 0.29 ns.
- The routed length per placed instance is 5.59 um, for reference.
- The number of setup buffers added after CTS is 0, for reference.
- The DRC violation total after the first TritonRoute iteration is 2, for reference.
- The count of nets left with antenna violations once routing finished came out at 0.
- The final route contains 177 vias.
- The final max-slew violation count recorded for this run is 0.
## cell usage in the layout (no fill, tap or decap)
cell type / netlist / layout
o21ai_1: 1 / 1
buf_4: 0 / 1
clkdlybuf4s50_1: 0 / 5
dfxtp_1: 5 / 5
inv_1: 4 / 4
clkbuf_4: 0 / 3
nand3_1: 1 / 1
o211a_1: 1 / 1
ha_1: 5 / 5
nor2b_1: 1 / 1
clkbuf_1: 0 / 1
a21o_1: 1 / 1
xnor2_1: 1 / 1
xor2_1: 1 / 1
nand4_1: 1 / 1
## state kept, by name (all words and copies together), names as in the netlist
register,count
counter,4
out_clk,1
## logic make-up (layout without fill, tap and decap cells)
kind of cell,Yosys count,in the layout,synth area share
compound gates,3,3,0.0957
fa+ha+maj,5,5,0.266
xor+xnor,2,2,0.0745
flops,5,5,0.426
simple gates,3,3,0.0745
buf+inv,4,14,0.0638
## critical path, stage by stage
cell	delay, ns
clkdlybuf4s50_1	0.45
inv_1	0.04
ha_1	0.29
nor2b_1	0.13
o211a_1	0.20
o21ai_1	0.11
## synth_stat cells
| cell | count | area share |
|---|---|---|
| inv_1 | 4 | 0.064 |
| xor2_1 | 1 | 0.037 |
| nor2b_1 | 1 | 0.027 |
| ha_1 | 5 | 0.27 |
| nand3_1 | 1 | 0.021 |
| o211a_1 | 1 | 0.043 |
| nand4_1 | 1 | 0.027 |
| a21o_1 | 1 | 0.032 |
| dfxtp_1 | 5 | 0.43 |
| xnor2_1 | 1 | 0.037 |
| o21ai_1 | 1 | 0.021 |
## power breakdown
group	leakage [nW]	internal (W)	switching (W)
combinational	0.126	0.0000181	0.00000715
clock	0.0150	0.000108	0.0000612
sequential	0.0404	0.000144	0.000000245
## stage by stage
| stage | setup TNS (ns) | power [W] | util | std cells | worst slack [ns] |
|---|---|---|---|---|---|
| 2_1_floorplan | 0 | 0.000155 | - | 22 | 0.329 |
| 3_3_place_gp | -0.192 | 0.000173 | 0.103 | 74 | -0.192 |
| 3_5_place_dp | -0.184 | 0.000172 | 0.103 | 74 | -0.184 |
| 4_1_cts | 0 | 0.000346 | 0.110 | 78 | 0.0672 |
| 5_1_grt | 0 | 0.000358 | 0.110 | 78 | 0.0386 |
| 6_report | 0 | 0.000339 | 0.110 | 78 | 0.0763 |
## layout make-up
class | count | share of cell area
multi-input cells | 13 | 0.319
flip-flops and latches | 5 | 0.266
repair buffers | 6 | 0.153
well taps | 46 | 0.153
clock buffers | 4 | 0.0698
inverters | 4 | 0.0399
## worst max-delay path by stage
| stage | from | to | slack, ns | depth (start not counted) |
|---|---|---|---|---|
| 4_1_cts | analog[1] | out_clk | 0.07 | 6 |
| 5_1_grt | analog[1] | out_clk | 0.04 | 6 |
| 6_report | analog[1] | out_clk | 0.08 | 6 |
## metal layers
layer	wire length (um)	global-route usage
met2	140	0.0177
met4	10	0.00528
met1	184	0.0134
met5	0	0
met3	101	0.0227
Power figures rest on the tool's default switching activity, not on a simulated workload.
